--- run.sh ---
#!/bin/bash
# OpenROAD 26Q1-2900-gdf79404cd8, Yosys 0.63+post, stock flow scripts
make -C /OpenROAD-flow-scripts/flow DESIGN_CONFIG=/design/flow/config.mk WORK_HOME=/design/flow/orfs finish
--- config.mk ---
export PLATFORM = sky130hd
export DESIGN_NAME = lc4_regfile
export DESIGN_NICKNAME = lc4_regfile
export VERILOG_FILES = /design/flow/design.v
export SDC_FILE = /design/flow/constraint.sdc
export NUM_CORES = 4
export LEC_CHECK = 1
export CORE_UTILIZATION = 50
--- constraint.sdc ---
current_design lc4_regfile

set clk_period 4.4
set clk_io_pct 0.2

create_clock -name clk0 -period $clk_period [get_ports {clk}]

set non_clock_inputs [all_inputs -no_clocks]
set_input_delay [expr $clk_period * $clk_io_pct] -clock clk0 $non_clock_inputs
set_output_delay [expr $clk_period * $clk_io_pct] -clock clk0 [all_outputs]
--- design.v ---
`timescale 1ns / 1ps
`default_nettype none
module lc4_regfile #(parameter n = 16,  s = 3)
   (input  wire         clk,
    input  wire         gwe,
    input  wire         rst,
    input  wire [s-1:0] i_rs,       
    output wire [n-1:0] o_rs_data,  
    input  wire [s-1:0] i_rt,       
    output wire [n-1:0] o_rt_data,  
    input  wire [s-1:0] i_rd,       
    input  wire [n-1:0] i_wdata,    
    input  wire         i_rd_we     
    );
    localparam l = 2**s;   
    localparam k = l * n;  
    wire [k-1:0] regOut;   
    wire [l-1:0] hotwire;  
    wire [l-1:0] we, we_all;  
    decoder decode(.sel(i_rd), .hotwire(hotwire));
    defparam  decode.s = s;
    assign  we_all = {l {i_rd_we}};  
    assign we = hotwire & we_all;   
    generate 
    genvar i;
       for (i = 0; i < l; i = i + 1)
	    begin
 		localparam regMax = (i + 1) * n -1;
                localparam regMin = i * n;
		Nbit_reg  oneReg(.in(i_wdata), .out(regOut[regMax:regMin]),
			.clk(clk), .we(we[i]), .gwe(gwe), .rst(rst));
		defparam oneReg.n = n;
            end
    endgenerate
    multiplex  rsMux(.sel(i_rs), .in(regOut), .out(o_rs_data));
    defparam   rsMux.s = s;  
    defparam   rsMux.n = n;  
    multiplex rtMux(.sel(i_rt), .in(regOut), .out(o_rt_data));
    defparam   rtMux.s = s;  
    defparam   rtMux.n = n;  
endmodule 
`timescale 1ns / 1ps
`default_nettype none
module decoder  ( sel, hotwire);
    parameter s = 3;
    localparam l = 2**s;
    input wire [s-1:0] sel;
    output wire [l-1:0] hotwire;
    generate 
    genvar i;
 	for (i = 0; i < l; i = i + 1)
  	    begin
		assign hotwire[i] = (sel == i);
            end
    endgenerate 
endmodule
module mux_hotwire_1B(hotwire, in, out);
    parameter s = 3;
    localparam l = 2**s;
    input wire [l-1:0] hotwire, in;
    wire [l - 1:0] temp;
    output wire out;
    assign temp = hotwire & in;
    assign out = |temp;
endmodule
module mux_hotwire (hotwire, in, out);
    parameter s = 3;  
    parameter  n = 16;   
    localparam l = 2**s;  
    localparam  l_1 = l -1;
    localparam  k = n * l;  
    input wire [l_1:0] hotwire;
    input wire [k-1:0] in;
    output wire [n-1:0] out;
    generate 
    genvar i,j;
 	for (i = 0; i < n; i = i + 1)
  	    begin
              wire  [l_1:0] oneBitInput; 
    	      for (j = 0; j < l; j = j + 1)
			begin
                    	   assign oneBitInput[j] = in[j*n + i];
                        end
              mux_hotwire_1B  thisMux(.hotwire(hotwire), .in(oneBitInput),
				.out(out[i]));
              defparam thisMux.s = s; 
            end
    endgenerate
endmodule 
module multiplex (sel, in, out);
    parameter   s = 3;  
    parameter   n = 16;   
    localparam  l = 2**s;  
    localparam  k = n * l;  
    input wire [s - 1:0] sel;
    input wire [k - 1:0] in;
    output wire [n - 1 :0] out;
    wire      [l - 1:0]  hotwire;
    decoder decode(.sel(sel), .hotwire(hotwire));
    defparam    decode.s = s;
    mux_hotwire muxSel(.hotwire(hotwire), .in(in), .out(out));
    defparam   muxSel.s = s;
    defparam   muxSel.n = n;
endmodule
module multiplex2 (sel, in, out);
    parameter   s = 3;  
    parameter   n = 16;   
    localparam  l = 2**s;  
    localparam  k = n * l;  
    input wire [s - 1:0] sel;
    input wire [k - 1:0] in;
    output reg  [n - 1 :0] out;
    always  @(sel, in)
	begin
	  out = in[sel*n +: n];
	end  
endmodule
module merge2(a, b, out);
	parameter n = 16;
  	localparam max = 2*n;
	input wire  [n-1:0] a;
	input wire  [n-1:0] b;
	output wire [max -1:0] out;
        assign out = {b, a};
endmodule
module merge4(a, b, c, d,  out);
	parameter n = 16;
  	localparam max = 4*n;
	input wire  [n-1:0] a;
	input wire  [n-1:0] b;
	input wire  [n-1:0] c;
	input wire  [n-1:0] d;
	output wire [max -1:0] out;
        assign out = {d, c, b, a};
endmodule
module merge8(a, b, c, d, e, f, g, h, out);
	parameter n = 16;
  	localparam max = 8*n;
	input wire  [n-1:0] a;
	input wire  [n-1:0] b;
	input wire  [n-1:0] c;
	input wire  [n-1:0] d;
	input wire  [n-1:0] e;
	input wire  [n-1:0] f;
	input wire  [n-1:0] g;
	input wire  [n-1:0] h;
	output wire [max -1:0] out;
        assign out = {h, g, f, e, d, c, b, a};
endmodule
module merge16(a, b, c, d, e, f, g, h,
	       i, j, k, l, m, n, o, p, out);
	parameter w = 16;
  	localparam max = 16 * w;
	input wire  [w - 1:0] a, b, c, d, e, f, g, h;
	input wire  [w - 1:0] i, j, k, l, m, n, o, p;
	output wire [max -1:0] out;
        assign out = {p, o, n, m, l, k, j, i, h, g, f, e, d, c, b, a};
endmodule
`timescale 1ns / 1ps
`default_nettype none
module Nbit_reg #(parameter n=1, r=0)
   (input  wire [n-1:0] in,
    output wire [n-1:0] out,
    input  wire         clk,
    input  wire         we,
    input  wire         gwe,
    input  wire         rst
    );
   reg [n-1:0] state;
   assign #(1) out = state;
   always @(posedge clk) 
     begin 
       if (gwe & rst) 
         state = r;
       else if (gwe & we) 
         state = in; 
     end
endmodule
==> Slide: Implementation Results <==
Physical Implementation Snapshot

Run status
  – Status: finished, final reports clean

Setup path
  – CP endpoint kind: output port
  – CP max stage cell: mux4_1
  – Worst path arrival time: 2.91 ns
  – CP max stage delay: 0.59 ns
  – R2R depth: 2
  – Worst path most repeated cell: clkdlybuf4s50_1
  – Crit path launch type: input port
  – Critical path cell sequence: clkdlybuf4s50_1 -> buf_12 -> mux4_1 -> mux2_2 -> clkdlybuf4s50_1
  – CP Class: in2out
  – Crit path max fanout: 32
  – Required time of the worst setup path: 3.52 ns

Flow run
  – Max cap viols: 0
  – Tool warning count: 25

Floorplanning
  – Die width: 120.5 µm
  – IO Pins: 61
  – Die H: 120.5 µm
  – Die area: approximately 15000 µm²
  – # rows: 42
  – Floorplan core density: a little over half
  – Core area: 13450 µm²

Synth
  – Most numerous cell in the Yosys netlist: nand2_1
  – Largest cells by area: dfxtp_1 (37%), mux4_1 (19%), mux2i_1 (18%)
  – Avg Inst Size Synth: 11.95 µm²
  – Ys flops: approximately 130
  – Synth area leader: dfxtp_1
  – Yosys warnings: 1
  – Synth cell count leaders: nand2_1 (145), dfxtp_1 (128), mux2i_1 (128)
  – Ys cells: 587
  – Synth Seq Share: roughly 37%
  – Synth cell types: 20
  – Mapped cell area: 7017 µm²
  – EDFF count, synth: 0
  – Syn Inst Count: around 590
  – Ys async rst share: 0%
  – Area leader share: a little over a third
  – Yosys chip area: between 7000 and 8000 µm²
  – Commonest flop: dfxtp_1

Timing
  – Setup TNS: 0 ns
  – Final Setup Violations: 0
  – Final Worst Setup Slack: 0.6083 ns
  – Fmax: 263.7 MHz
  – Fin. max-slew vios: 0
  – RSZ-0062 raised after global routing: false
  – Worst rel slew slack: between 40% and 50%
  – Final Cycle Share: a little under nine tenths
  – Hold WS: between 0.4 and 0.5 ns
  – Clock Skew: 0 ns
  – Period minus WS final: ~3.8 ns
  – Final Hold Viols: 0
  – Slew @ Worst Pin: roughly 0.8 ns

Finish
  – Area grow syn2layout: 15.12%
  – Max reg flops: 128
  – Filler cell count: 1051
  – Final Cell Area: 8078 µm²
  – Layout cells sized above 1: approximately 16%

Global route
  – Pin count of the biggest net entering global routing: 65
  – Tot GR Track Use: 23.81%
  – Gr ovfl total: 0
  – Initial antenna violation count: 0
  – Number of global-route vias before repair: roughly 4600
  – First-pass GRT wire length: between 20000 and 25000 µm

Detailed routing
  – Vias: 4497
  – Avg WL per Cell: 19.61 µm
  – # DRC: 0
  – Post-DRT Antenna Nets: 0
  – Vias per cell: 5.700
  – Initial drt markers: 253
  – Ant. Diodes: 0
  – WL final: ~15000 µm
  – DR pass1 iterations: 4

Power
  – Pleak: 4.050 nW
  – PwrDens: between 300 and 400 nW/µm²
  – Peak VDD IR: 299.6 µV

Place
  – Buffers on Ports: 60
  – GPL Wtd Cong: 0.7679
  – Hpwl dp: about 9000 µm
  – Place WS: 0.6049 ns
  – Placed cell area: 7435 µm²

Clock network
  – CTS tree: done
  – Longest Clk Path Bufs: 2
  – TritonCTS Buffers: 17
  – Clock Sinks: around 130
  – Late-Pin Clk Latency: just over 0.4 ns
  – Post-CTS Setup Bufs: 0
  – Clock root buffer: clkbuf_16
  – Worst-path clk slew: ~0.05 ns
  – Hold_buf cts: 0
  – Post-cts resize count: 0
  – Htree depth: 4

Min path
  – HP Class: reg2reg
  – Worst Hold Depth: 2
[metal layers]
| metal | wire length, µm | GRT usage, % |
|---|---|---|
| met3 | 1028 | 6.985 |
| met2 | 7197 | 36.10 |
| met1 | 7046 | 36.92 |
| met5 | 0 | 0 |
| met4 | 200 | 3.086 |
[per-stage QoR]
stage / power [mW] / instances / util, %
after floorplan: 1.463 / 587 / -
after global placement: 1.545 / 757 / 55.26
after detailed placement: 1.551 / 757 / 55.26
after CTS: 3.073 / 789 / 60.04
after global routing: 3.153 / 789 / 60.04
final: 3.048 / 789 / 60.04
[cells by family after synthesis]
kind of cell	after synthesis	share of synthesized area [%]
multiplexers	224	46.68
flip-flops	128	36.52
AND/OR/NAND/NOR	158	9.023
buffers and inverters	77	7.775
[critical path, delay by kind of cell]
family,cells,cell delay (ns)
muxes,2,0.87
buffers and inverters,3,1.16
[worst paths after layout]
check | slack (ns) | from | to
max reg2reg | 3.75 | genblk1[3].oneReg.state[5] | genblk1[3].oneReg.state[5]
min | 0.47 | genblk1[6].oneReg.state[7] | genblk1[6].oneReg.state[7]
min reg2reg | 0.47 | genblk1[6].oneReg.state[7] | genblk1[6].oneReg.state[7]
max | 0.61 | i_rt[0] | o_rt_data[9]
[placed cells by master (no fill, tap or decap), drive strengths merged]
master and instances:
and3 1, and3b 1, buf 13, bufinv 5
clkbuf 17, clkdlybuf4s50 58, clkinv 6, clkinvlp 4
dfxtp 128, mux2 32, mux2i 128, mux4 64
nand2 151, nand3 2, nor2 1, nor2b 2
[power by group]
| part | switching [mW] | internal (mW) |
|---|---|---|
| logic | 0.136 | 0.158 |
| registers | 0.0276 | 1.20 |
| clock network | 0.522 | 1.00 |
| total | 0.685 | 2.36 |
[area by class of cell]
cell class | instances | area [µm²] | area share (%)
clock buffers | 17 | 425.4 | 5.266
clock inverters | 15 | 217.7 | 2.695
multi-input cells | 382 | 3916 | 48.48
flip-flops and latches | 128 | 2562 | 31.72
well taps | 176 | 220.2 | 2.726
repair buffers | 71 | 735.7 | 9.108
Power is estimated from default activity; no workload was simulated.
