==> flow/design.v <==
module gp1(input wire a, b,
           output wire g, p);
   assign g = a & b;
   assign p = a | b;
endmodule
module mergegp(input wire ga, pa, gb, pb, output wire gout, pout);
    assign gout = gb | pb & ga;
    assign pout = pa & pb;
endmodule
module c_gp(input wire g, p, cin, output wire cout);
    assign cout  = g | p & cin;
endmodule
module gp4(input wire [3:0] gin, pin,
           input wire cin,
           output wire gout, pout,
           output wire [2:0] cout);
   wire  [3:0] g, p;
   assign g[0] = gin[0];
   assign p[0] = pin[0];
   genvar i;
   generate
   	for (i = 0; i < 3; i = i + 1) begin
   	     mergegp gp(.ga(g[i]), .pa(p[i]) ,.gb(gin[i+1]) , 
			.pb(pin[i+1]), .gout(g[i+1]), .pout(p[i+1]));
   	end
   endgenerate
   assign cout[0] = g[0] | p[0] & cin;
   assign cout[1] = g[1] | p[1] & cin;
   assign cout[2] = g[2] | p[2] & cin; 
   assign gout = g[3];
   assign pout = p[3];
endmodule
module cla16
  (input wire [15:0]  a, b,
   input wire         cin,
   output wire [15:0] sum);
   parameter N = 4;
   wire [15:0] gin, pin, ca_in;
   assign ca_in[0] = cin;
   genvar i;
   generate
   	for (i=0; i < 16; i = i + 1) begin
	   	gp1   gp(.a(a[i]), .b(b[i]), .g(gin[i]), .p(pin[i]));
   	end
   endgenerate
   wire [N:0] gint, pint;
   genvar k;
   generate
   	for (k = 0; k < N; k = k + 1) begin
   		gp4  m(.gin(gin[N*k + 3:N*k]), .pin(pin[N*k + 3:N*k]), 
		  .cin(ca_in[N*k]), .gout(gint[k]), .pout(pint[k]), 
		  .cout(ca_in[N*k + 3:N*k + 1]));
   	end
   endgenerate
   gp4  m03(.gin(gint[3:0]), .pin(pint[3:0]), .cin(ca_in[0]), 
                   .gout(gint[N]), .pout(pint[N]), 
        	   .cout({ca_in[3*N], ca_in[2*N], ca_in[1*N]}));
   assign   sum = gin ^ pin ^ ca_in; 
endmodule
module gpn
  #(parameter N = 4)
  (input wire [N-1:0] gin, pin,
   input wire  cin,
   output wire gout, pout,
   output wire [N-2:0] cout);
   wire  [N-1:0] g, p;
   assign g[0] = gin[0];
   assign p[0] = pin[0];
   genvar i;
   generate
   	for (i = 0; i < N-1; i = i + 1) begin
   	     mergegp gp(.ga(g[i]), .pa(p[i]) ,.gb(gin[i+1]) , 
			.pb(pin[i+1]), .gout(g[i+1]), .pout(p[i+1]));
            c_gp    ccomp( .g(g[i]), .p(p[i]), .cin(cin), .cout(cout[i])); 
   	end
   endgenerate
   assign gout = g[N-1];
   assign pout = p[N-1];
endmodule
module cla64
  (input wire [63:0]  a, b,
   input wire         cin,
   output wire [63:0] sum);
   parameter N = 8;
   wire [63:0] gin, pin, ca_in;
   assign ca_in[0] = cin;
   genvar i;
   generate
   	for (i=0; i < 64; i = i + 1) begin
	   	gp1   gp(.a(a[i]), .b(b[i]), .g(gin[i]), .p(pin[i]));
   	end
   endgenerate
   wire [N:0] gint, pint;
   genvar k;
   generate
   	for (k = 0; k < N; k = k + 1) begin
   		gpn #(N)  m(.gin(gin[N*k + 7:N*k]), .pin(pin[N*k + 7:N*k]), 
		  .cin(ca_in[N*k]), .gout(gint[k]), .pout(pint[k]), 
		  .cout(ca_in[N*k + 7:N*k + 1]));
   	end
   endgenerate
   gpn   m07(.gin(gint[7:0]), .pin(pint[7:0]), .cin(ca_in[0]), 
                   .gout(gint[N]), .pout(pint[N]), 
        	   .cout({ca_in[7*N], ca_in[6*N], ca_in[5*N], 
                       ca_in[4*N], ca_in[3*N], ca_in[2*N], 
                       ca_in[1*N]}));
   defparam m07.N = N;
   assign   sum = gin ^ pin ^ ca_in; 
endmodule
module cla16Sub
  (input wire [15:0]  a, b,
   output wire [15:0] d);
   cla16  thisM(.a(a[15:0]), .b(~b[15:0]), .cin(1'b1), .sum(d[15:0]));
endmodule  
`timescale 1ns / 1ps
`default_nettype none
module lc4_divider(input  wire [15:0] i_dividend,
                   input  wire [15:0] i_divisor,
                   output wire [15:0] o_remainder,
                   output wire [15:0] o_quotient);
      parameter N = 16;
      localparam N_1 = N - 1;
      localparam N_2 =N - 2;
      localparam srt = N_2 *N;
      localparam stp = srt + N_1;
      localparam k = 0;
      localparam kn = N;
      wire [stp:0] remainder, dividend, quotient;
      lc4_divider_one_iter div0(.i_dividend(i_dividend), .i_divisor(i_divisor),
		.i_remainder(15'h0), .i_quotient(15'h0),
		.o_dividend(dividend[N_1:0]), .o_remainder(remainder[N_1:0]),
		.o_quotient(quotient[N_1:0])); 
      genvar i;
      generate
          for (i = 0; i < N_2; i = i + 1)
            begin
               localparam   k = i*N;
               localparam  kn = (i+1)*N;
               lc4_divider_one_iter div(.i_dividend(dividend[N_1+ k:k]), 
                   .i_divisor(i_divisor), .i_remainder(remainder[N_2+ k:k]), 
                   .i_quotient(quotient[N_2+ k:k]), .o_dividend(dividend[N_1+ kn:kn]), 
                   .o_remainder(remainder[N_1+ kn:kn]), .o_quotient(quotient[N_1+ kn:kn])); 
            end
      endgenerate
      lc4_divider_one_iter div1(.i_dividend(dividend[stp:srt]), .i_divisor(i_divisor),
		.i_remainder(remainder[stp-1:srt]), .i_quotient(quotient[stp-1:srt]),
		.o_dividend(), .o_remainder(o_remainder),
		.o_quotient(o_quotient)); 
endmodule  
module lc4_divider_one_iter(input  wire [15:0] i_dividend,
                            input  wire [15:0] i_divisor,
                            input  wire [14:0] i_remainder,
                            input  wire [14:0] i_quotient,
                            output wire [15:0] o_dividend,
                            output reg  [15:0] o_remainder,
                            output reg  [15:0] o_quotient);
       wire [15:0] rem, newRem, quotientShift;
       assign  rem  = (i_remainder << 16'h1) | 
	     			(i_dividend>> 16'hF) & 16'h1;
       cla16Sub claSub(.a(rem), .b(i_divisor), .d(newRem));
       assign quotientShift = i_quotient << 16'h1; 
       always @(quotientShift, i_divisor, i_remainder, rem, newRem)
       begin 
           if ( i_divisor == 16'h0) 
               begin
                 o_remainder = 16'h0;
                 o_quotient  = 16'h0;
               end
           else
               begin
                 if ( rem < i_divisor)
           	     begin
              	       o_quotient  = quotientShift;
                       o_remainder = rem;
                     end
                 else
                     begin
              	       o_quotient  = quotientShift | 16'h1;
                       o_remainder = newRem;
                     end
               end
       end 
       assign o_dividend = i_dividend << 16'h1;
endmodule 
module lc4_divider_one_iter2(input  wire [15:0] i_dividend,
                            input  wire [15:0] i_divisor,
                            input  wire [15:0] i_remainder,
                            input  wire [15:0] i_quotient,
                            output wire [15:0] o_dividend,
                            output wire  [15:0] o_remainder,
                            output wire  [15:0] o_quotient);
       wire [15:0] rem, newRem;
       assign rem = (i_remainder << 16'h1) | (i_dividend>> 16'hF) & 16'h1;
       wire  remTooSmall = rem < i_divisor;
       wire  div0 = i_divisor == 16'h0;
       cla16Sub claSub(.a(rem), .b(i_divisor), .d(newRem)); 
       assign o_remainder =(div0)? 16'h0:
                    (remTooSmall)? rem:  
                                      newRem;
       assign o_quotient = (div0)? 16'h0:
                    (remTooSmall)? i_quotient << 16'h1 :
                                  i_quotient << 16'h1 |16'h1;
       assign o_dividend = i_dividend << 16'h1;  
endmodule
==> flow/run.sh <==
#!/bin/bash
# OpenROAD 26Q1-2900-gdf79404cd8, Yosys 0.63+post, stock flow scripts
make -C /OpenROAD-flow-scripts/flow DESIGN_CONFIG=/design/flow/config.mk WORK_HOME=/design/flow/orfs finish
==> flow/config.mk <==
export PLATFORM = sky130hd
export DESIGN_NAME = lc4_divider
export DESIGN_NICKNAME = lc4_divider
export VERILOG_FILES = /design/flow/design.v
export SDC_FILE = /design/flow/constraint.sdc
export NUM_CORES = 4
export LEC_CHECK = 1
export CORE_UTILIZATION = 50
==> flow/constraint.sdc <==
current_design lc4_divider

set clk_period 89.3
set clk_io_pct 0.2

create_clock -name clk0 -period $clk_period

set non_clock_inputs [all_inputs -no_clocks]
set_input_delay [expr $clk_period * $clk_io_pct] -clock clk0 $non_clock_inputs
set_output_delay [expr $clk_period * $clk_io_pct] -clock clk0 [all_outputs]
==> run_results.csv <==
group,metric,value,unit
cells_and_area,drive_gt1_share,5.65,%
global_route,busiest_layer,"met2",
clocking,cts_resized,0,
timing,finalHoldViolations,0,
global_route,grt.met3_usage,3.32,%
critical_path,critPathSlowestCell,"a211oi_1",
global_route,antenna_found_initial,0,
placement,io_buffers,64,
placement,hpwl,39.1,mm
timing,rsz0062_at_grt,"false",
global_route,grt_pass1_vias,14800,
logic_synthesis,simple_gate_area_share,14.1,%
critical_path,crit_path_start,"i_divisor[1]",
floorplan,coreArea,32700,sq um
timing,hold_ws,36.69,ns
timing,max_slew_margin,44.6,%
logic_synthesis,ys_sh_mux,3.17,%
global_route,met1_usage,46.8,%
detailed_routing,viasPerCell,5.67,
floorplan,std_cell_rows,66,
critical_path,critical_path_required,71.44,ns
logic_synthesis,area_leaders,"ha_1 (34%), inv_1 (7.4%), fa_1 (7.0%)",
timing,finalSetupViolations,0,
detailed_routing,antenna-diode-count,0,
detailed_routing,wire_per_inst,19.1,um
logic_synthesis,netlist_area,16700,sq um
logic_synthesis,yosys.area.top_type_share,34.3,%
logic_synthesis,synth_cell_type_count,91,
timing,finalCritPeriodShare,89.7,%
critical_path,cp.arrival,62.22,ns
timing,worst_pin_slew,0.811,ns
logic_synthesis,synth.avg_cell_area,7.61,sq um
critical_path,critPathMaxFanout,26,
critical_path,setup.worst_path.start_class,"primary input",
placement,place_congestion,0.982,
global_route,overflow,0,
logic_synthesis,netlist_logic_family_top,"adder cells",
logic_synthesis,yosysChipArea,16700,sq um
job,drv_cap,0,
cells_and_area,logic_area,15300,sq um
global_route,grt_max_degree,102,
detailed_routing,wl,51.7,mm
cells_and_area,nClkBuffers,0,
critical_path,critPathCaptureType,"output pin",
detailed_routing,via_count,15300,
critical_path,critPathKind,"in2out",
cells_and_area,seq_area,0,sq um
timing,slew_viol_final,0,
floorplan,io_pins,64,
detailed_routing,ant_nets,0,
floorplan,fp.dieW,185,um
global_route,use_met2,51.0,%
critical_path,cp_common_cell,"a21o_1",
logic_synthesis,postSynthCellCount,2194,
timing,fmax,0.0125,GHz
logic_synthesis,yosysWarnings,1,
job,tool_warnings,268,
critical_path,slowest_delay,0.66,ns
cells_and_area,n_fill_cell,3116,
hold_path,hold_start,"i_dividend[0]",
logic_synthesis,yosys.stat.seqShare,0,%
floorplan,die_h,185,um
hold_path,hp-class,"in2out",
global_route,grt_pass1_wl,82.1,mm
logic_synthesis,ys_sh_aoi,24.8,%
global_route,track_usage,31.9,%
logic_synthesis,yosys.area.top_type,"ha_1",
detailed_routing,drc,0,
logic_synthesis,synth-xor-area-share,7.87,%
floorplan,fp-utilization,51.1,%
clocking,ctsHoldBuffers,0,
timing,fin_tns_setup,0,ns
run_status,outcome,"finished, final reports clean",
cells_and_area,flop-count,0,
timing,finalCriticalPeriod,80.08,ns
detailed_routing,drtIter0Drc,850,
clocking,cts_setup_buffers,0,
logic_synthesis,synth_adder_area_share,41.3,%
logic_synthesis,ys_cells,2194,
floorplan,dieArea,34100,sq um
detailed_routing,first_pass_iters,5,
cells_and_area,syn2layout_area_growth,8.35,%
[synth_stat cells (22+ instances only)]
cell and count:
mux2i_1 30, nand2b_1 45, xnor2_1 92, nor2_1 149, nor3_1 22, a21oi_1 168
ha_1 458, a21o_1 74, fa_1 58, o21bai_1 72, a211oi_1 31, o21ai_0 89
clkbuf_1 43, inv_1 331, xor2_1 58, nand2_1 114, o22ai_1 33, nor2b_1 29
[metal layers]
metal	vias up	share of wire, %	wire [um]
met1	7220	48	24800
met5	-	0	0
met2	402	45	23100
met3	61	5.0	2560
li1	7651	-	-
met4	0	2.4	1240
[path summary, 6_finish.rpt]
path,slack [ns],to,cells past startpoint
setup / recovery,9.22,o_remainder[2],224
hold / removal,36.69,o_remainder[0],4
[placed cells by master, fill, tap and decap left out, types with 10 or more instances in the layout]
master             n
ha_1             458
inv_1            329
a21oi_1          167
nor2_1           149
nand2_1          114
xnor2_1           92
o21ai_0           89
a21o_1            74
o21bai_1          72
clkdlybuf4s50_1   64
xor2_1            58
fa_1              58
nand2b_1          45
buf_4             43
o22ai_1           33
a211oi_1          31
mux2i_1           30
nor2b_1           29
nor3_1            22
nand3_1           20
or2_2             20
mux2_2            19
and2_1            16
nand4_1           15
a22oi_1           15
conb_1            15
o21a_1            14
or3_1             14
a31oi_1           13
o211ai_1          12
a211o_1           11
and3_1            10
[kinds of logic (layout without fill, tap and decap cells)]
family | after synthesis | in the layout
buffers and inverters | 385 | 442
AND-OR/OR-AND | 614 | 614
AND/OR/NAND/NOR | 477 | 477
XOR/XNOR | 150 | 150
adder cells (fa/ha/maj) | 516 | 516
other | 2 | 15
multiplexers | 50 | 50
[metrics by stage]
step                      util (%)  std cells  area [sq um]  setup slack, ns
after global routing          55.3       2706         18100             5.28
after global placement        55.3       2706         18100             9.97
final                         55.3       2706         18100             9.22
after floorplan                  -       2207         16700            15.50
after detailed placement      55.3       2706         18100             9.39
after CTS                     55.3       2706         18100             9.24
[critical path, delay by kind of cell]
family	cells	cell delay, ns
xor+xnor	1	0.12
mux	2	0.62
buf+inv	20	3.82
simple gates	50	7.11
compound gates	133	27.07
fa+ha+maj	18	5.51
[cell type report]
| cell class | count | area share, % |
|---|---|---|
| multi-input cells | 1822 | 84.6 |
| well taps | 442 | 3.06 |
| repair buffers | 108 | 5.44 |
| inverters | 334 | 6.93 |
