--- design.v ---
module gp1(input wire a, b,
           output wire g, p);
   assign g = a & b;
   assign p = a | b;
endmodule
module mergegp(input wire ga, pa, gb, pb, output wire gout, pout);
    assign gout = gb | pb & ga;
    assign pout = pa & pb;
endmodule
module c_gp(input wire g, p, cin, output wire cout);
    assign cout  = g | p & cin;
endmodule
module gp4(input wire [3:0] gin, pin,
           input wire cin,
           output wire gout, pout,
           output wire [2:0] cout);
   wire  [3:0] g, p;
   assign g[0] = gin[0];
   assign p[0] = pin[0];
   genvar i;
   generate
   	for (i = 0; i < 3; i = i + 1) begin
   	     mergegp gp(.ga(g[i]), .pa(p[i]) ,.gb(gin[i+1]) , 
			.pb(pin[i+1]), .gout(g[i+1]), .pout(p[i+1]));
   	end
   endgenerate
   assign cout[0] = g[0] | p[0] & cin;
   assign cout[1] = g[1] | p[1] & cin;
   assign cout[2] = g[2] | p[2] & cin; 
   assign gout = g[3];
   assign pout = p[3];
endmodule
module cla16
  (input wire [15:0]  a, b,
   input wire         cin,
   output wire [15:0] sum);
   parameter N = 4;
   wire [15:0] gin, pin, ca_in;
   assign ca_in[0] = cin;
   genvar i;
   generate
   	for (i=0; i < 16; i = i + 1) begin
	   	gp1   gp(.a(a[i]), .b(b[i]), .g(gin[i]), .p(pin[i]));
   	end
   endgenerate
   wire [N:0] gint, pint;
   genvar k;
   generate
   	for (k = 0; k < N; k = k + 1) begin
   		gp4  m(.gin(gin[N*k + 3:N*k]), .pin(pin[N*k + 3:N*k]), 
		  .cin(ca_in[N*k]), .gout(gint[k]), .pout(pint[k]), 
		  .cout(ca_in[N*k + 3:N*k + 1]));
   	end
   endgenerate
   gp4  m03(.gin(gint[3:0]), .pin(pint[3:0]), .cin(ca_in[0]), 
                   .gout(gint[N]), .pout(pint[N]), 
        	   .cout({ca_in[3*N], ca_in[2*N], ca_in[1*N]}));
   assign   sum = gin ^ pin ^ ca_in; 
endmodule
module gpn
  #(parameter N = 4)
  (input wire [N-1:0] gin, pin,
   input wire  cin,
   output wire gout, pout,
   output wire [N-2:0] cout);
   wire  [N-1:0] g, p;
   assign g[0] = gin[0];
   assign p[0] = pin[0];
   genvar i;
   generate
   	for (i = 0; i < N-1; i = i + 1) begin
   	     mergegp gp(.ga(g[i]), .pa(p[i]) ,.gb(gin[i+1]) , 
			.pb(pin[i+1]), .gout(g[i+1]), .pout(p[i+1]));
            c_gp    ccomp( .g(g[i]), .p(p[i]), .cin(cin), .cout(cout[i])); 
   	end
   endgenerate
   assign gout = g[N-1];
   assign pout = p[N-1];
endmodule
module cla64
  (input wire [63:0]  a, b,
   input wire         cin,
   output wire [63:0] sum);
   parameter N = 8;
   wire [63:0] gin, pin, ca_in;
   assign ca_in[0] = cin;
   genvar i;
   generate
   	for (i=0; i < 64; i = i + 1) begin
	   	gp1   gp(.a(a[i]), .b(b[i]), .g(gin[i]), .p(pin[i]));
   	end
   endgenerate
   wire [N:0] gint, pint;
   genvar k;
   generate
   	for (k = 0; k < N; k = k + 1) begin
   		gpn #(N)  m(.gin(gin[N*k + 7:N*k]), .pin(pin[N*k + 7:N*k]), 
		  .cin(ca_in[N*k]), .gout(gint[k]), .pout(pint[k]), 
		  .cout(ca_in[N*k + 7:N*k + 1]));
   	end
   endgenerate
   gpn   m07(.gin(gint[7:0]), .pin(pint[7:0]), .cin(ca_in[0]), 
                   .gout(gint[N]), .pout(pint[N]), 
        	   .cout({ca_in[7*N], ca_in[6*N], ca_in[5*N], 
                       ca_in[4*N], ca_in[3*N], ca_in[2*N], 
                       ca_in[1*N]}));
   defparam m07.N = N;
   assign   sum = gin ^ pin ^ ca_in; 
endmodule
module cla16Sub
  (input wire [15:0]  a, b,
   output wire [15:0] d);
   cla16  thisM(.a(a[15:0]), .b(~b[15:0]), .cin(1'b1), .sum(d[15:0]));
endmodule  
--- run.sh ---
#!/bin/bash
# OpenROAD 26Q1-2900-gdf79404cd8, Yosys 0.63+post, stock flow scripts
make -C /OpenROAD-flow-scripts/flow DESIGN_CONFIG=/design/flow/config.mk WORK_HOME=/design/flow/orfs finish
--- config.mk ---
export PLATFORM = sky130hd
export DESIGN_NAME = cla64
export DESIGN_NICKNAME = cla64
export VERILOG_FILES = /design/flow/design.v
export SDC_FILE = /design/flow/constraint.sdc
export NUM_CORES = 4
export LEC_CHECK = 1
export CORE_AREA = 10 10 133 133
export DIE_AREA = 0 0 143 143
--- constraint.sdc ---
current_design cla64

set clk_period 9.2
set clk_io_pct 0.2

create_clock -name clk0 -period $clk_period

set non_clock_inputs [all_inputs -no_clocks]
set_input_delay [expr $clk_period * $clk_io_pct] -clock clk0 $non_clock_inputs
set_output_delay [expr $clk_period * $clk_io_pct] -clock clk0 [all_outputs]
==> flow_summary.yaml <==
# flow metrics
worst_setup_path:
  start_kind: "primary input"
  critPathBufInv: 3
  max_stage_delay_ns: 0.49
  cp_data_required_time_ns: 7.36
  cp_slowest_cell: "a211oi_2"
  critPathCaptureType: "output pin"
  worstPathCellList: "clkdlybuf4s50_1, ha_1, or3_1, o211a_1, a211oi_2, or3_1, a21oi_2, nor2_4, inv_4, a31oi_1, o21bai_1, fa_1, xor2_1, clkdlybuf4s50_1"
  arrival_ns: 5.51
  path_delay_family: "AND-OR/OR-AND gates"
  path_class: "primary input to output pin"
  crit_fanout: 5
timing:
  rsz0062_at_grt: "false"
  slew_headroom_pct: 57.2
  drv_slew: 0
  setup_viol: 0
  tns_ns: 0
  fmax_mhz: 136
  finalHoldViolCount: 0
  post-route-min-period_ns: 7.35
  tightest_slew_ns: 0.634
  finalClockPeriodUsage_pct: 79.9
synthesis:
  synth_area_leader_cell: "ha_1"
  ys_seq_share_pct: 0
  avgSynthCellArea_um2: 7.45
  yosysWarnings: 0
  topCellsByArea: "ha_1 (39%), inv_1 (15%), xor2_1 (6.1%)"
  syn_inst: 543
  synth_cell_types: 52
  yosys-top-cells-count: "inv_1 (165), ha_1 (126), nor2_1 (40)"
  synth_area_um2: 4050
  top_cell: "inv_1"
  yosys_cells: 543
  ys_area_um2: 4050
  top_area_share_pct: 39.0
floorplan:
  pin_count: 193
  floorplan.core_util_pct: 27.5
  core.rowCount: 44
  core_um2: 14700
  die_h_um: 143
  dieArea_um2: 20400
  die_x_um: 143
drt:
  dr.max_layer_used: "met3"
  met2_length_um: 6420
  dr.first_iter.drc_count: 88
  viasPerCell: 4.24
  postRouteWirelength_um: 12100
  ant_nets: 0
  antenna_cells: 0
  firstDrtPassIters: 4
  drc: 0
  vias: 3905
  met1_length_um: 4830
  wire_per_inst_um: 13.2
  wl_met3_um: 862
clocking:
  cts_setup_buffers: 0
  ctsResizeCount: 0
  ctsHoldBuffers: 0
pwr:
  vdd_drop_max_mv: 0.0266
  switchingPower_w: 0.000141
  internal_power_w: 0.000241
  p_leak_nw: 3.18
  p_per_area_nw_per_um2: 61.6
  sequentialPowerShare_pct: 0
  total_power_w: 0.000382
  p_clk_share_pct: 0
  swShare_pct: 36.9
  comb_power_share_pct: 100.0
placement:
  gp_congestion: 0.831
  io_buffer_count: 193
  dp_hpwl_um: 11500
worst_hold_path:
  hold_class: "primary input to output pin"
grt:
  antenna_found_initial: 0
  grt_max_degree: 7
  grt_use_total_pct: 11.4
  grt_pass1_vias: 3813
  grt_overflow: 0
  grt_pass1_wl_um: 18900
cells_and_area:
  syn_to_final_growth_pct: 53.4
  drive_gt1_share_pct: 2.99
  layout.area.seq_um2: 0
  clock_buffers: 0
  nFlopsAndLatches: 0
outcome:
  status: "finished clean"
job:
  max_cap_violations: 0
  warnings: 103
power groups by stage:
stage / registers [W] / clock network, W / logic (W)
after CTS: 0 / 0 / 0.000393
final: 0 / 0 / 0.000382
after global routing: 0 / 0 / 0.000428
cells in the final DEF, fill, tap and decap left out, types with 3 or more instances in the layout:
master,Yosys,routed
clkdlybuf4s50_1,0,193
inv_1,165,165
ha_1,126,126
nor2_1,40,40
a21oi_1,28,28
xor2_1,28,28
xnor2_1,27,27
o21bai_1,16,16
nor3_1,9,9
nor2b_1,8,8
fa_1,8,8
o21ai_0,6,6
or3_1,5,5
nor4_1,4,4
nand3_1,4,4
nand2b_1,4,4
a221oi_1,4,4
a31oi_1,4,4
o21ai_1,3,3
or2_2,3,3
nand2_1,3,3
nor3b_1,3,3
o211ai_1,3,3
a21o_1,3,3
a21oi_2,3,3
or4_1,3,3
metal layers:
layer	up-vias	GRT usage [%]
met2	76	21.8
met4	0	0
met5	-	0
met1	1718	13.0
li1	2111	-
met3	0	2.93
logic make-up (layout without fill, tap and decap cells):
logic type / Yosys count / in the layout / share of synthesized area (%)
AND-OR/OR-AND: 96 / 96 / 17.9
XOR/XNOR: 55 / 55 / 11.9
adder cells (fa/ha/maj): 134 / 134 / 42.9
buffers and inverters: 166 / 359 / 15.5
AND/OR/NAND/NOR: 92 / 92 / 11.8
through the flow:
stage	hold slack [ns]	util (%)	setup WS, ns	std cells	instance area, um2
2_1_floorplan	3.79	-	3.11	543	4050
3_3_place_gp	4.76	42.2	1.87	920	6210
3_5_place_dp	4.76	42.2	1.78	920	6210
4_1_cts	4.77	42.2	1.77	920	6210
5_1_grt	4.80	42.2	1.53	920	6210
6_report	4.75	42.2	1.85	920	6210
path summary, 6_finish.rpt:
path | from | end | slack (ns) | cells after the start
max | a[12] | sum[57] | 1.85 | 14
min | b[12] | sum[12] | 4.75 | 5
final cells by class:
cell class / count / area [um2]
Fill cell: 1485 / 8490
Inverter: 166 / 626
Multi-Input combinational cell: 377 / 3420
Tap cell: 184 / 230
Timing Repair Buffer: 193 / 1930
Power figures rest on the tool's default switching activity, not on a simulated workload.
